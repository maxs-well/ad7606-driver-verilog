`./config.mk`:
```
export PLATFORM = sky130hd
export DESIGN_NAME = AD7606_ctrl
export DESIGN_NICKNAME = AD7606_ctrl
export VERILOG_FILES = /design/flow/design.v
export SDC_FILE = /design/flow/constraint.sdc
export NUM_CORES = 4
export LEC_CHECK = 1
export CORE_UTILIZATION = 40
```
`./constraint.sdc`:
```
current_design AD7606_ctrl

set clk_period 5.1
set clk_io_pct 0.2

create_clock -name clk0 -period $clk_period [get_ports {clk}]

set non_clock_inputs [all_inputs -no_clocks]
set_input_delay [expr $clk_period * $clk_io_pct] -clock clk0 $non_clock_inputs
set_output_delay [expr $clk_period * $clk_io_pct] -clock clk0 [all_outputs]
```
`./design.v`:
```
module AD7606_ctrl 
#(
parameter	RANGE_10V 		   	=	1,
parameter	WAIT_CNT					=	1,
parameter	T2							=	2
)
(
	input						clk		,
	input						rst_n		,
	input						en			,
	input						start		,
	input						busy		,
	input						fdata		,
	input	[15:0]			cvtData	,
	output	reg			cs			,
	output	reg			rd			,
	output					cvtA		,
	output					cvtB		,
	output					range		,
	output	reg			phy_rst	,
	output	reg	[ 2:0]os			,
	output	reg	[15:0]ch1		,
	output	reg	[15:0]ch2		,
	output	reg	[15:0]ch3		,
	output	reg	[15:0]ch4		,
	output	reg	[15:0]ch5		,
	output	reg	[15:0]ch6		,
	output	reg	[15:0]ch7		,
	output	reg	[15:0]ch8		,
	output	reg			update	,
	output					phy_busy	,
	output						vio		
);
localparam	IDLE	=	4'd0	,
			CVT		=	4'd1	,
			BUSY		=	4'd2	,
			RD_ST		=	4'd3	,
			GET_DATA	=	4'd4	,
			WAIT_TIME= 	4'd6 ;
reg				cvtA_r		;
reg	[3:0]		state 		 ;
reg	[3:0]		nxt_state	;
reg	[3:0]		cnt			;
wire	[3:0]		ch_num		;
reg				flag			;
assign	cvtA = cvtA_r;
assign	cvtB = cvtA_r;
assign	ch_num= 4'd8;
assign 	range = (RANGE_10V == 1) ? 1'b1 : 1'b0;
assign	vio = 1'b1			;
assign	phy_busy = busy	;
always @ (posedge clk)
begin
	if (state == CVT && cnt <= T2 - 4'd1)
	begin
		cvtA_r	<=	1'b0;
	end
	else
	begin
		cvtA_r	<=	1'b1;
	end
end
always @ (posedge clk or negedge rst_n)
begin
	if (!rst_n)
		state	<=	IDLE;
	else 
		state	<=	nxt_state;
end
always @ (state, busy, start, en, flag, update)
begin
	nxt_state	<=	state;
	case (state)
	IDLE:
	begin
		if (!busy && start && en)
			nxt_state <= CVT;
	end
	CVT:
	begin
		if (busy)
			nxt_state <= BUSY;
	end
	BUSY:
	begin
		if (!busy)
			nxt_state <= RD_ST;
	end
	RD_ST:
	begin
		if (flag)
			nxt_state <= GET_DATA;
	end
	GET_DATA:
	begin
		if (update)
			nxt_state <= IDLE;
	end
	default: nxt_state <= IDLE;
	endcase
end
always @ (posedge clk or negedge rst_n)
begin
	if (!rst_n)
	begin
		cs		<=	1'b1;
		rd		<=	1'b1;
		update	<=	'd0;
		ch1 	<=	'd0;
		ch2 	<=	'd0;
		ch3 	<=	'd0;
		ch4 	<=	'd0;
		ch5 	<=	'd0;
		ch6 	<=	'd0;
		ch7 	<=	'd0;
		ch8 	<=	'd0;
		phy_rst	<=	1'b1;
		os		<=	'd0;
		cnt		<=	'd0;
		flag	<=	'd0;
	end
	else
	begin
		case (state)
		IDLE:
		begin
			cs	<=	1'b1;
			rd	<=	1'b1;
			update	<=	'd0;
			phy_rst	<=	'd0;
			os			<=	'd0;
			cnt		<=  'd0;
		end
		CVT:
		begin
			if (cnt <= T2 - 4'd1)
				cnt	<=	cnt + 4'd1;
		end
		RD_ST:
		begin
			cs 	<=	1'b0;
			cnt	<=	'd0;
			if (!flag)
			begin
				rd	<=	1'b1;
				flag<=1'b1;
			end
			else
			begin
				rd <=	1'b0;
				flag<=1'b0;
			end
		end
		GET_DATA:
		begin
			if (!flag)
			begin
				flag	<=	1'b1;
			end
			else
			begin
				flag	<=	1'b0;
				cnt	<=	cnt + 4'd1;
				case (cnt)
				4'd0:	ch1 <= cvtData;
				4'd1:	ch2 <= cvtData;
				4'd2:	ch3 <= cvtData;
				4'd3:	ch4 <= cvtData;
				4'd4:	ch5 <= cvtData;
				4'd5:	ch6 <= cvtData;
				4'd6:	ch7 <= cvtData;
				4'd7:	ch8 <= cvtData;
				default: ;
				endcase
			end
			if (flag && cnt < ch_num - 1)
				rd	<=	1'b0;
			else
				rd	<=	1'b1;
			if (cnt >= ch_num - 1)
				update <= 1'b1;
			else
				update <= 1'b0;
		end
		default: ;
		endcase
	end
end
endmodule
```
`./run.sh`:
```
#!/bin/bash
# OpenROAD 26Q1-2900-gdf79404cd8, Yosys 0.63+post, stock flow scripts
make -C /OpenROAD-flow-scripts/flow DESIGN_CONFIG=/design/flow/config.mk WORK_HOME=/design/flow/orfs finish
```
==> flow_results.org <==
* Implementation run

** Clock tree
- Post-CTS repair changed the size of 0 cells.
- Clock tree synthesis selected as its root buffer the cell clkbuf_16.
- Total CTS buffers :: 17
- Insertion delay at the late pin of the worst-skew pair :: 0.41 ns
- Number of buffers between clock root and the deepest sink :: 2
- Number of setup buffers added after CTS :: 0
- TritonCTS built the clock tree.
- The clock net in this run drives a total of around 140 sinks.
- Number of hold buffers added after CTS :: 0
- Reg clk slew, reported paths :: approximately 0.06 ns
- H-tree depth :: 4

** Yosys
- Synthesis instantiated approximately 40 different standard cells from the library.
- Yosys reg bits :: 143
- Mapped cell area :: around 5900 µm²
- The cell type that accounts for the most area after synthesis is dfrtp_1.
- The warning tally printed by Yosys for this design is 1.
- Of the synthesized area, sequential elements account for 0.606.
- Share of Yosys cell area claimed by the top area cell type :: 0.584
- For reference, the top cells by area after synthesis are dfrtp_1, mux2_4, mux2_2.
- Yosys chip area :: 5910 µm²
- Cell count listed in synth_stat.txt :: 358
- Fraction of registers with async set or reset after synthesis :: 0.993
- Averaged over all synthesized cells, the footprint is 16.5 µm².
- EDFF count, synth :: 0
- The commonest register cell is dfrtp_1.
- The cell count after synthesis came out at 358.

** Worst setup path
- The worst setup path is launched from an input pin.
- The critical path endpoint has a required time of 4.08 ns.
- Worst reg-to-reg setup slack :: 3.13 ns
- Counting both buffers and inverters, the worst setup path holds a total of 2.
- Arrival time reported for the critical path endpoint :: 2.05 ns
- Cell with the largest stage delay on the worst path :: clkdlybuf4s50_1
- STA classifies the critical path endpoint as an output port.
- Worst setup path class :: in -> out
- The worst register-to-register path depth is 3.
- Most frequent CP cell :: clkdlybuf4s50_1
- Critical Path Fanout Max :: 5
- Per the timing report, the most critical flop-to-flop path finishes at ch7[7].
- Critical-path cell list :: clkdlybuf4s50_1 > clkdlybuf4s50_1
- Worst path max stage delay :: 0.54 ns
- Source of the worst register-to-register timing path :: state[1]
- Kind of cell adding the most delay to the critical path :: buffers and inverters

** STA
- Measured against its own limit, the worst slew margin works out to 0.521.
- Maximum frequency from static timing analysis :: approximately 0.33 GHz
- Minimum clock period :: 3.07 ns
- Hold-check failures listed in the final report amount to 0.
- Post-route period utilization is reported as 0.602.
- Max Clock Skew :: roughly 0.007 ns
- Fin. max-slew vios :: 0
- Actual transition at the worst max-transition pin :: 0.716 ns
- Setup total negative slack :: 0 ns
- Setup repair after global routing left no endpoint under its margin.
- In the final report, the number of endpoints failing setup comes to 0.

** Floorplanning
- Total die area :: ~15,000 µm²
- Die H :: 124 µm
- Boundary pin count :: 162
- The region available for standard cell placement spans 14,500 µm².
- After floorplanning, the core was divided into 44 placement rows.
- The initial utilization of the core area, before any placement, comes to 0.408.
- The die is 124 µm wide.

** Pwr
- The share of total power dissipated in combinational logic is 0.371.
- Switching power total :: 1.23 mW
- Pwr dens :: 642 nW/µm²
- Switching Fraction :: 0.237
- Worst supply voltage drop on vdd :: 0.280 mV
- Clock power frac :: 0.235
- Internal power comes to 3.98 mW.
- The share of total power dissipated in sequential elements is 0.394.
- Summed over all cells, the static leakage comes to 3.66 nW.

** Hold path
- Worst Hold Endpoint :: phy_rst
- Hold path depth :: 1
- Hold crit path type :: reg -> reg
- Critical hold path startpoint :: phy_rst

** Route
- For this run, the script counts the antenna cells in the layout as 0.
- For this run, the detailed router's first-pass iteration total came to 4.
- The DRC violation total left in the routed layout is recorded as 0.
- Total number of vias :: 3,478
- For this run, the detailed router reports a per-instance via density of 4.88.
- Avg WL per Cell :: 18.0 µm
- The detailed router reported a total wirelength of 12,800 µm.
- Post-route antenna net violation count :: 0
- Initial detailed-routing violation count :: 140

** Layout
- Once layout is complete, the utilization of the core stands at 0.560.
- Per the run report, area growth between synthesis and finish was 37.3%.
- Number of fillers in the final layout :: 1,107
- Proportion of layout cells with a drive suffix above 1 :: 0.335

** GRT
- Entering global routing, the biggest net connects 51 pins.
- Via count of the first global-routing pass :: roughly 3.4k
- Total global-route track usage :: 0.184
- Antenna violations before repair :: 0
- After global routing the overflow that remains totals 0.
- Wire length of the first global-routing pass :: just over 20,000 µm

** Run
- The number of maximum-capacitance violations recorded for the run is 0.
- Summing over the stages, the warning tally comes to 29.

** Place
- In this run the tool buffered the top-level ports with 155 buffer cells.
- At the end of routability-driven placement, the weighted congestion stood at 0.827.
- Detailed placement HPWL :: 8700 µm

** Status
- Run status :: finished, final reports clean
[state kept, by name, indices dropped and copies added, names as in the netlist, 4 cells and up]
register and flops:
state 5, ch1 16, ch7 16, ch4 16, ch8 16, cnt 4, ch5 16, ch6 16
ch2 16, ch3 16
[routing by layer]
| metal | track usage | wire [µm] |
|---|---|---|
| met1 | 0.297 | 6060 |
| met2 | 0.263 | 5680 |
| met3 | 0.0527 | 896 |
| met4 | 0.0241 | 197 |
| met5 | 0 | 0 |
[Yosys cell counts (all sizes together), types with 3 or more instances]
| cell | n |
|---|---|
| buf | 20 |
| ha | 4 |
| dfrtp | 138 |
| o21ai | 4 |
| nand3 | 3 |
| mux2 | 128 |
| dfstp | 4 |
| nand2 | 13 |
| inv | 5 |
| nor2b | 3 |
| nor2 | 9 |
[per-stage QoR]
step | area [µm²] | total power [mW] | hold slack (ns) | std cells | setup WS (ns)
after CTS | 8110 | 5.28 | 0.488 | 713 | 2.03
after global placement | 7520 | 3.99 | 0.475 | 681 | 2.04
final | 8110 | 5.21 | 0.490 | 713 | 2.03
after detailed placement | 7520 | 4.02 | 0.474 | 681 | 2.03
after floorplan | 5920 | 2.75 | 0.446 | 361 | 2.96
after global routing | 8110 | 5.56 | 0.506 | 713 | 1.99
[power by group through the flow]
stage | Clock [mW] | Sequential (mW) | Combinational, mW
after CTS | 1.25 | 2.05 | 1.97
after global routing | 1.31 | 2.13 | 2.12
final | 1.22 | 2.05 | 1.93
[logic make-up (layout without fill, tap and decap cells)]
logic type                 count (synthesis)  in the layout  synth area share
xor gates and xnor gates                   1              1           0.00148
muxes                                    129            129             0.284
AOI/OAI and AO/OA                         14             14            0.0155
adders and majority gates                  4              4           0.00847
buffers and inverters                     27            195            0.0381
and+or+nand+nor                           38             38            0.0459
DFF                                      143            143             0.606
other                                      2              5           0.00127
[final cells by class]
class	instances	area [µm²]	area share
repair buffers	158	1580	0.194
multi-input cells	191	2120	0.261
clock buffers	22	484	0.0597
clock inverters	10	110	0.0136
well taps	184	230	0.0284
inverters	5	18.8	0.00231
flip-flops and latches	143	3580	0.441
[how the worst max path moves through the flow]
stage | endpoint | cells past startpoint | from
CTS | phy_busy | 2 | busy
global route | phy_busy | 2 | busy
finish | phy_busy | 2 | busy
[placed cells by master, fill, tap and decap left out, types with 5 or more instances in the layout]
cell type	n
clkdlybuf4s50_1	154
dfrtp_1	138
mux2_2	68
mux2_4	60
clkbuf_16	17
nor2_1	8
nand2_1	7
inv_1	5
conb_1	5
Power and IR drop assume default switching activity.
