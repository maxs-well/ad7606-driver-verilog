### design/flow/design.v
module generate_en
#
(
parameter INTERVAL_CNT = 250
)
(
	input					clk		,
	input					rst_n		,
	output	reg		en_o	
);
reg [31:0]	cnt;
always @ (posedge clk or negedge rst_n)
begin 
	if (!rst_n)
	begin
		cnt	<=	'd0;
		en_o	<=	'd0;
	end
	else if (cnt >= INTERVAL_CNT - 1)
	begin
		cnt 	<=	'd0;
		en_o	<=	1'b1;
	end
	else
	begin
		cnt 	<= cnt + 32'd1;
		en_o	<=	1'b0;
	end
end
endmodule
### design/flow/run.sh
#!/bin/bash
# OpenROAD 26Q1-2900-gdf79404cd8, Yosys 0.63+post, stock flow scripts
make -C /OpenROAD-flow-scripts/flow DESIGN_CONFIG=/design/flow/config.mk WORK_HOME=/design/flow/orfs finish
### design/flow/config.mk
export PLATFORM = sky130hd
export DESIGN_NAME = generate_en
export DESIGN_NICKNAME = generate_en
export VERILOG_FILES = /design/flow/design.v
export SDC_FILE = /design/flow/constraint.sdc
export NUM_CORES = 4
export LEC_CHECK = 1
export CORE_AREA = 10 10 110 110
export DIE_AREA = 0 0 120 120
### design/flow/constraint.sdc
current_design generate_en

set clk_period 2.6
set clk_io_pct 0.2

create_clock -name clk0 -period $clk_period [get_ports {clk}]

set non_clock_inputs [all_inputs -no_clocks]
set_input_delay [expr $clk_period * $clk_io_pct] -clock clk0 $non_clock_inputs
set_output_delay [expr $clk_period * $clk_io_pct] -clock clk0 [all_outputs]
==> flow_results.xml <==
<?xml version="1.0" encoding="UTF-8"?>
<metrics>
  <group name="critical_path">
    <metric name="cp_num_buf_inv" unit="">1</metric>
    <metric name="cpLargestDelayFamily" unit="">buffers and inverters</metric>
    <metric name="reg2reg_from" unit="">cnt[8]</metric>
    <metric name="cells_traversed_along_the_worst_timing_path" unit="">clkdlybuf4s50_1</metric>
    <metric name="timing.critical_path.fanout_max" unit="">1</metric>
    <metric name="r2r.worst_path.cells" unit="">4</metric>
    <metric name="worst_setup_path_endpoint" unit="">en_o</metric>
    <metric name="setup.worst_path.class" unit="">reg -&gt; out</metric>
    <metric name="start_kind" unit="">flop</metric>
    <metric name="cp_slowest_cell" unit="">sky130_fd_sc_hd__clkdlybuf4s50_1</metric>
    <metric name="critPathCaptureType" unit="">primary output</metric>
    <metric name="critPathLaunch" unit="">en_o</metric>
    <metric name="logic_depth_of_the_worst_setup_path_including_buffers" unit="">1</metric>
    <metric name="reg2reg_to" unit="">en_o</metric>
    <metric name="critical_path_required" unit="ns">2.08</metric>
    <metric name="critPathMaxStageDelay" unit="ns">0.45</metric>
    <metric name="r2r_setup_slack" unit="ns">1.17</metric>
    <metric name="data_arrival_time_at_the_worst_slack_endpoint" unit="ns">1.05</metric>
  </group>
  <group name="die">
    <metric name="initial_utilization" unit="">0.115</metric>
    <metric name="floorplan.die.height" unit="um">120</metric>
    <metric name="row_cnt" unit="">36</metric>
    <metric name="core_area" unit="um2">9770</metric>
    <metric name="die.size.x" unit="um">120</metric>
    <metric name="chipArea" unit="um2">14400</metric>
    <metric name="io-pin-count" unit="">3</metric>
  </group>
  <group name="pwr">
    <metric name="power.sequential.fraction" unit="">0.523</metric>
    <metric name="leakage" unit="nW">0.613</metric>
    <metric name="power_report.internal_total" unit="mW">0.823</metric>
    <metric name="ir_drop" unit="uV">205</metric>
    <metric name="switchingPower" unit="mW">0.208</metric>
    <metric name="sw_frac_of_total" unit="">0.202</metric>
    <metric name="p_comb_frac" unit="">0.017</metric>
    <metric name="power.share.clock" unit="">0.460</metric>
    <metric name="power.density_cell_area" unit="nW/um2">679</metric>
  </group>
  <group name="grt">
    <metric name="gr-usage-met3" unit="">0.0176</metric>
    <metric name="antenna_found_initial" unit="">0</metric>
    <metric name="globalRoute.totalOverflow" unit="">0</metric>
    <metric name="first_pass_grt_wire_length" unit="um">2620</metric>
    <metric name="globalRoute.busiestLayer" unit="">met2</metric>
    <metric name="global_route.usage.total" unit="">0.0224</metric>
    <metric name="m1_gr_usage" unit="">0.0280</metric>
    <metric name="number_of_global_route_vias_before_repair" unit="">580</metric>
    <metric name="met2_usage" unit="">0.0296</metric>
    <metric name="pin_count_of_the_biggest_net_entering_global_routing" unit="">34</metric>
  </group>
  <group name="placed_design">
    <metric name="dp_hpwl" unit="um">899</metric>
    <metric name="numPlacedInstances" unit="">232</metric>
    <metric name="place_congestion" unit="">0.747</metric>
    <metric name="io_buffers" unit="">2</metric>
  </group>
  <group name="routing">
    <metric name="routedWlPerCell" unit="um">5.76</metric>
    <metric name="insertedDiodeCount" unit="">0</metric>
    <metric name="dr.first_iter.drc_count" unit="">27</metric>
    <metric name="num_vias" unit="">570</metric>
    <metric name="detail-route-antenna-nets" unit="">0</metric>
    <metric name="route.detailed.drc" unit="">0</metric>
    <metric name="drt_first_pass_iters" unit="">4</metric>
    <metric name="route.detailed.vias_per_inst" unit="">2.38</metric>
    <metric name="totalWireLength" unit="um">1380</metric>
  </group>
  <group name="cells_and_area">
    <metric name="regArea" unit="um2">826</metric>
    <metric name="layout.cells.non_filler" unit="">240</metric>
    <metric name="syn2layout_area_growth" unit="%">35.2</metric>
    <metric name="post_route_cells_drive_above_1_share" unit="">0.140</metric>
    <metric name="final_cell_mix" unit="">sky130_fd_sc_hd__dfrtp_1, sky130_fd_sc_hd__conb_1, sky130_fd_sc_hd__nor3_1</metric>
    <metric name="num-fill-cells" unit="">1066</metric>
    <metric name="mi_logic_area" unit="um2">373</metric>
    <metric name="layout_top_cell" unit="">sky130_fd_sc_hd__dfrtp_1</metric>
  </group>
  <group name="sta">
    <metric name="grt_setup_unrepaired" unit="">false</metric>
    <metric name="min_period" unit="ns">1.57</metric>
    <metric name="finalClockSkew" unit="ns">0.00493</metric>
    <metric name="hold_viol_final" unit="">0</metric>
    <metric name="setup-tns-final" unit="ns">0</metric>
    <metric name="setup_viol" unit="">0</metric>
    <metric name="layout_worst_path_cycle_share" unit="">0.605</metric>
    <metric name="maxSlewViolCount" unit="">0</metric>
    <metric name="max_freq" unit="MHz">636</metric>
  </group>
  <group name="clock_network">
    <metric name="ctsHtreeMaxLevel" unit="">2</metric>
    <metric name="cts.repair.resized" unit="">0</metric>
    <metric name="cts.root.buffer_cell" unit="">sky130_fd_sc_hd__clkbuf_8</metric>
    <metric name="post-cts-setup-buffer-count" unit="">0</metric>
    <metric name="clock_latency" unit="ns">0.29</metric>
    <metric name="cts-root-to-sink-buffers" unit="">2</metric>
    <metric name="clkSlewWorstSetupHoldPaths" unit="ns">0.06</metric>
    <metric name="numCtsBuffers" unit="">5</metric>
    <metric name="tritoncts" unit="">yes</metric>
    <metric name="cts_hold_buffers" unit="">0</metric>
    <metric name="clock_sink_count" unit="">33</metric>
  </group>
  <group name="synthesis">
    <metric name="synth_cell_type_count" unit="">19</metric>
    <metric name="yosys_warnings" unit="">1</metric>
    <metric name="yosys_register_bits" unit="">33</metric>
    <metric name="yosys.stat.seqShare" unit="">0.735</metric>
    <metric name="netlist_instances" unit="">73</metric>
    <metric name="post-synth-top-area-fraction" unit="">0.735</metric>
    <metric name="synth.yosys.num_cells" unit="">73</metric>
    <metric name="syn_avg_cell_area" unit="um2">15.4</metric>
    <metric name="main_area_contributors" unit="">sky130_fd_sc_hd__dfrtp_1, sky130_fd_sc_hd__ha_1, sky130_fd_sc_hd__nor4_2</metric>
    <metric name="netlist_area" unit="um2">1120</metric>
    <metric name="synth-area-yosys" unit="um2">1120</metric>
    <metric name="yosys.area.top_type" unit="">sky130_fd_sc_hd__dfrtp_1</metric>
  </group>
  <group name="job">
    <metric name="warnings" unit="">27</metric>
    <metric name="maxCapViolCount" unit="">0</metric>
  </group>
  <group name="hold_path">
    <metric name="worstHoldPathCells" unit="">1</metric>
    <metric name="hold_class" unit="">reg -&gt; reg</metric>
  </group>
  <group name="outcome">
    <metric name="outcome" unit="">completed</metric>
  </group>
</metrics>
[cell families after synthesis]
group | Yosys count | share of synthesized area
other | 1 | 0.00334
AOI/OAI and AO/OA | 1 | 0.0178
xor gates and xnor gates | 6 | 0.0468
buffers and inverters | 3 | 0.0100
DFF | 33 | 0.735
and+or+nand+nor | 26 | 0.154
adders and majority gates | 3 | 0.0334
[power groups by stage]
| stage | logic [mW] | registers, mW | clock network, mW |
|---|---|---|---|
| 6_report | 0.0179 | 0.539 | 0.474 |
| 5_1_grt | 0.0224 | 0.541 | 0.514 |
| 4_1_cts | 0.0191 | 0.539 | 0.485 |
[sequential cells by signal, summed over array words and instances (netlist names)]
register  cells
en_o          1
cnt          32
[synthesized netlist by cell type (all sizes together)]
cell type / n
dfrtp: 33
nor3: 7
nor4: 6
nand3: 4
ha: 3
inv: 3
nor2: 3
xnor2: 3
xor2: 3
a211oi: 1
and3: 1
and4: 1
conb: 1
nand2: 1
nand4: 1
nor3b: 1
or2: 1
[layer usage]
metal / share of wire / vias to the layer above / wire [um]
li1: - / 288 / -
met1: 0.49 / 269 / 678
met2: 0.37 / 8 / 518
met4: 0.027 / 0 / 38
met5: 0 / - / 0
met3: 0.11 / 5 / 146
[final cells by class]
type	instances	share of cell area
clock buffer	5	0.0453
sequential	33	0.544
timing repair buffer	3	0.0181
tap	133	0.110
inverter	3	0.00741
multi-input combinational	60	0.245
clock inverter	3	0.0305
[worst min path at each step]
stage | startpoint | end | slack [ns]
CTS | cnt[0] | cnt[0] | 0.54
global route | cnt[0] | cnt[0] | 0.59
finish | cnt[0] | cnt[0] | 0.53
[metrics by stage]
stage          worst slack (ns)  area [um2]  hold slack, ns  utilization  power (mW)
3_3_place_gp               1.16        1400           0.523        0.144       0.567
4_1_cts                    1.01        1520           0.538        0.155        1.04
5_1_grt                   0.969        1520           0.591        0.155        1.08
6_report                   1.03        1520           0.535        0.155        1.03
2_1_floorplan              1.34        1210           0.224            -       0.553
3_5_place_dp               1.20        1400           0.529        0.144       0.568
Power and IR drop assume default switching activity.
